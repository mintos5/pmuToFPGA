### flow/run.sh
#!/bin/bash
# OpenROAD 26Q1-2900-gdf79404cd8, Yosys 0.63+post, stock flow scripts
make -C /OpenROAD-flow-scripts/flow DESIGN_CONFIG=/design/flow/config.mk WORK_HOME=/design/flow/orfs finish
### flow/config.mk
export PLATFORM = sky130hd
export DESIGN_NAME = FlagAck_CrossDomain
export DESIGN_NICKNAME = FlagAck_CrossDomain
export VERILOG_FILES = /design/flow/design.v
export SDC_FILE = /design/flow/constraint.sdc
export NUM_CORES = 4
export LEC_CHECK = 1
export CORE_AREA = 10 10 70 70
export DIE_AREA = 0 0 80 80
### flow/constraint.sdc
current_design FlagAck_CrossDomain

set clk_period 1.3
set clk_io_pct 0.2

create_clock -name clk0 -period $clk_period [get_ports {clkA}]
create_clock -name clk1 -period $clk_period [get_ports {clkB}]

set non_clock_inputs [all_inputs -no_clocks]
set_input_delay [expr $clk_period * $clk_io_pct] -clock clk0 $non_clock_inputs
set_output_delay [expr $clk_period * $clk_io_pct] -clock clk0 [all_outputs]
### flow/design.v
module FlagAck_CrossDomain(
    input clkA,
    input rstA,
    input FlagIn_clkA,
    output Busy_clkA,
    input clkB,
    input rstB,
    output FlagOut_clkB
);
reg FlagToggle_clkA = 1'b0;
reg [1:0] SyncB_clkA = 2'b00;
always @(posedge rstA or posedge clkA) begin
	if (rstA) begin
		FlagToggle_clkA <= 1'b0;
		SyncB_clkA <= 2'b00;
	end
	else begin
		FlagToggle_clkA <= FlagToggle_clkA ^ (FlagIn_clkA & ~Busy_clkA);
		SyncB_clkA <= {SyncB_clkA[0], SyncA_clkB[2]};
	end
end
reg [2:0] SyncA_clkB = 3'b000;
always @(posedge rstB or posedge clkB) begin
	if (rstB) begin
		SyncA_clkB <= 3'b000;
	end
	else begin
		SyncA_clkB <= {SyncA_clkB[1:0], FlagToggle_clkA};
	end
end
assign FlagOut_clkB = (SyncA_clkB[2] ^ SyncA_clkB[1]);
assign Busy_clkA = FlagToggle_clkA ^ SyncB_clkA[1];
endmodule
==> results.txt <==
yosys + openroad results -> Yosys Warn Count=1, clock-pin slew on the worst setup and hold paths=0.04 ns, relative slew slack=91.47%, CP required=1.04 ns, vias in the first global route=166, cell total in the yosys stat output=12, critical path fanouts, max=2, DRC=0, Chip Area, Yosys=183.9 um2, crit-path cells=xor2_1, clkdlybuf4s15_1, cells after synthesis=12, total power draw=622.5 uW, slowest CP cell=dfrtp_1, cell taking the most area after synthesis=dfrtp_1, final setup fails=0, status=completed, Crit path largest cell delay=0.38 ns, Avg Cell Area, Syn=15.33 um2, largest net degree at the start of global routing=4, critical path class=register to primary output, Post-Syn Area=183.9 um2, via count=123, synthesis-to-layout area growth=92.52%, final hold vios=0, die area=6400 um2, GRT Resource Usage Total=1.836%, WHS=0.1910 ns, total grt overflow=0, FF+latch area=150.1 um2, register share after synthesis=81.63%, Max VDD drop=0.6097 mV, Setup Skew=0.003954 ns, power per cell area=1758 nW/um2, via/cell ratio=1.685, P_leak=0.0001503 uW, ANT nets after route=0, Startpoint Class=register, worst path bufs/invs=1, gpl congestion=0.6184, diode count=0, layout cells sized above 1=33.33%, first-pass GRT wire length=793 um, RSZ-0062 raised after global routing=false, flop and latch count out of synthesis=6, Comb area=26.28 um2, CP delay by family, top=flip-flops, die y size=80 um, Initial Util=5.385%, drt first pass iters=2, max_cap viols=0, DRT Wirelength=473 um, Core ar.=3416 um2, antenna violations before repair=0, WP data arrival=0.97 ns, CTS Hold Buffers Added=0, I/O pin count=7, Core Rows=21, final setup TNS=0 ns, crit end category=primary output, Worst Max-Slew Pin Slew=0.1274 ns, Slew Limit Fails=0, Synth top area share=81.63%, tool warnings=26, filler instances=406, Hold Crit Class=primary input to async pin, CTS tree=yes, Synth area leaders=dfrtp_1 82%, xor2_1 9.5%, inv_1 4.1%, Routed WL per cell=6.479 um, Die W=80 um, buffers added on ports=5, 1st-iter DRT viols=2, Unique cell types=5, Clock Sinks=6
cells in the mapped netlist:
cell / instances
a21oi_1: 1
dfrtp_1: 6
inv_1: 2
nor2_1: 1
xor2_1: 2
layout by cell type, fill, tap and decap left out, drive strengths merged:
cell and instances:
a21oi 1, buf 2, clkbuf 9, clkdlybuf4s15 1
clkdlybuf4s50 3, dfrtp 6, inv 2, nor2 1
xor2 2
through the flow:
| step | area [um2] | util (%) | setup slack [ns] | cells |
|---|---|---|---|---|
| floorplan | 183.9 | - | 0.5276 | 12 |
| global placement | 299.0 | 8.755 | 0.01608 | 64 |
| detailed placement | 299.0 | 8.755 | -0.01169 | 64 |
| CTS | 350.3 | 10.26 | 0.01022 | 72 |
| global route | 354.1 | 10.37 | 0.01458 | 73 |
| finish | 354.1 | 10.37 | 0.07300 | 73 |
final cells by class:
class,instances,share of cell area (%)
flip-flops and latches,6,42.40
repair buffers,7,16.96
well taps,46,16.25
clock buffers,8,14.84
multi-input cells,4,7.420
inverters,2,2.120
report_power, final:
part / switching [uW] / internal [uW]
logic: 19.8 / 42.4
clock network: 102 / 230
registers: 13.2 / 214
final timing paths:
kind,from,to,slack [ns],cells past startpoint
worst max-delay path,register,Busy_clkA,0.07,2
worst min-delay path,rstB,SyncA_clkB[0],0.19,2
worst max register to register,register,register,0.40,4
worst min register to register,SyncB_clkA[0],SyncB_clkA[1],0.34,0
max in group clk1,register,SyncA_clkB[0],0.56,2
max in group asynchronous,rstA,async pin,0.96,2
min in group clk0,SyncB_clkA[0],SyncB_clkA[1],0.34,0
min in group clk1,SyncA_clkB[0],SyncA_clkB[1],0.35,0
repair_timing:
item                       4_1_cts  5_1_grt
setup buffers                    0        1
gates resized                    3        2
gates cloned                     0        0
setup endpoints to repair        2        2
pin swaps                        1        2
cell families (layout without fill, tap and decap cells):
kind of cell | count (synthesis) | count (layout) | synth area share, %
compound gates | 1 | 1 | 2.718
xor+xnor | 2 | 2 | 9.526
buf+inv | 2 | 17 | 4.083
flops | 6 | 6 | 81.63
simple gates | 1 | 1 | 2.039
metal layers:
layer  vias to the layer above  part of all wire, %  global-route usage, %
met5                         -                    0                      0
met4                         0                  2.1                  1.232
met3                         2                   18                  2.841
met2                         8                   27                  1.364
met1                        49                   53                  2.013
li1                         64                    -                      -
No activity file was given, so power comes from the tool's default toggle rates.
