### flow/constraint.sdc
current_design BusAck_CrossDomain

set clk_period 2.6
set clk_io_pct 0.2

create_clock -name clk0 -period $clk_period [get_ports {clkA}]
create_clock -name clk1 -period $clk_period [get_ports {clkB}]

set non_clock_inputs [all_inputs -no_clocks]
set_input_delay [expr $clk_period * $clk_io_pct] -clock clk0 $non_clock_inputs
set_output_delay [expr $clk_period * $clk_io_pct] -clock clk0 [all_outputs]
### flow/design.v
module BusAck_CrossDomain(
    input clkA,
    input rstA,
    input FlagIn_clkA,
    output Busy_clkA,
    input clkB,
    input rstB,
    output FlagOut_clkB,
    input [size-1:0] BusIn,
    output[size-1:0] BusOut
);
parameter size = 8;
reg FlagToggle_clkA = 1'b0;
reg [1:0] SyncB_clkA = 2'b00;
reg [size-1:0] BusReg = 'd0;
always @(posedge rstA or posedge clkA) begin
    if (rstA) begin
        FlagToggle_clkA <= 1'b0;
        SyncB_clkA <= 2'b00;
        BusReg <= 'd0;
    end
    else begin
        FlagToggle_clkA <= FlagToggle_clkA ^ (FlagIn_clkA & ~Busy_clkA);
        SyncB_clkA <= {SyncB_clkA[0], SyncA_clkB[2]};
        if (FlagIn_clkA & ~Busy_clkA) begin
            BusReg <= BusIn;
        end
    end
end
reg [2:0] SyncA_clkB = 3'b000;
always @(posedge rstB or posedge clkB) begin
    if (rstB) begin
        SyncA_clkB <= 3'b000;
    end
    else begin
        SyncA_clkB <= {SyncA_clkB[1:0], FlagToggle_clkA};
    end
end
assign FlagOut_clkB = (SyncA_clkB[2] ^ SyncA_clkB[1]);
assign Busy_clkA = FlagToggle_clkA ^ SyncB_clkA[1];
assign BusOut = BusReg;
endmodule
### flow/run.sh
#!/bin/bash
# OpenROAD 26Q1-2900-gdf79404cd8, Yosys 0.63+post, stock flow scripts
make -C /OpenROAD-flow-scripts/flow DESIGN_CONFIG=/design/flow/config.mk WORK_HOME=/design/flow/orfs finish
### flow/config.mk
export PLATFORM = sky130hd
export DESIGN_NAME = BusAck_CrossDomain
export DESIGN_NICKNAME = BusAck_CrossDomain
export VERILOG_FILES = /design/flow/design.v
export SDC_FILE = /design/flow/constraint.sdc
export NUM_CORES = 4
export LEC_CHECK = 1
export CORE_AREA = 10 10 70 70
export DIE_AREA = 0 0 80 80
==> flow_metrics.py <==
# Generated from Yosys and OpenROAD reports
metrics = {
    "power_and_ir_drop": {
        "ir_drop_mv": 0.340,
        "power_per_cell_area_nw_per_um2": 859,
        "power.static_leakage_nw": 0.379,
    },
    "grt": {
        "grt_first_pass_wirelength_mm": 1.70,
        "largest_net_degree_at_the_start_of_global_routing": 12,
        "most_heavily_used_metal_layer_in_global_routing": "met2",
        "grt_antenna_before_repair": 0,
        "global_route.overflow_total": 0,
        "globalRouteMet1Util_pct": 4.07,
        "groute.layer.met2.usage_pct": 5.22,
        "met3_usage_pct": 3.18,
        "global_route_usage_sum_pct": 3.66,
        "first_global_vias": 344,
    },
    "clock_tree": {
        "clk_transition_reported_paths_ns": 0.07,
        "cts_hold_repair.buffers": 0,
        "cts_setup_buffers": 0,
        "clkSinkCount": 14,
        "cts.repair.resized": 0,
        "cts_tree": "built",
    },
    "floorplanning": {
        "design.die.area_um2": 6400,
        "core_util_floorplan_pct": 15.4,
        "rows": 21,
        "core_box_area_um2": 3420,
        "dieWidth_um": 80,
        "pin_count": 23,
        "dieHeight_um": 80,
    },
    "critical_path": {
        "cell_family_with_the_largest_share_of_critical_path_delay": "buffers and inverters",
        "worstRegToRegCells": 3,
        "critical_path_buf_inv_count": 1,
        "critical_path_required_ns": 2.08,
        "critical_path_maximum_fanout": 3,
        "critical_path.cell_chain": "xor2_1 > clkdlybuf4s50_1",
        "setup.reg_to_reg.worst_slack_ns": 1.10,
        "timing.critical_path.arrival_ns": 1.35,
        "cp_slowest_cell": "clkdlybuf4s50_1",
        "r2r-end": "BusReg[2]$_DFFE_PP0P_",
        "cpPeakStageDelay_ns": 0.50,
        "end_kind": "output pin",
        "launching_element_type_of_the_critical_path": "flip-flop",
        "cp.depth": 2,
        "critPathKind": "flip-flop to output pin",
    },
    "synthesis": {
        "synth.area.top_cells": "dfrtp_1 (67%), mux2_4 (23%), xor2_1 (3.3%)",
        "yosys.area_share.adder_pct": 0,
        "synth.logic.top_family": "multiplexers",
        "synth.distinct_cells": 8,
        "netlist.top_cell.by_area": "dfrtp_1",
        "synth_compound_gate_area_share_pct": 0.952,
        "ys_cells": 31,
        "synthArstFlopShare_pct": 100,
        "synth_dominant_cell_count": "dfrtp_1",
        "edf_count": 0,
        "synth.avg_cell_area_um2": 17.0,
        "synth-warning-count": 1,
        "post-synth-top-area-fraction_pct": 66.7,
        "seq_area_frac_synth_pct": 66.7,
        "ys_dominant_reg_cell": "dfrtp_1",
        "synth_area_um2": 526,
        "synthMuxAreaShare_pct": 22.9,
        "synth-simple-area-share_pct": 1.90,
        "ys_ff": 14,
        "synth_xor_xnor_area_share_pct": 3.33,
        "ys_top_cells_by_count": "dfrtp_1 (14), mux2_4 (8), inv_1 (3), xor2_1 (2)",
        "chip_area_estimate_from_yosys_synthesis_um2": 526,
        "synthesis.instances": 31,
    },
    "sta": {
        "fin_tns_setup_ns": 0,
        "timing.final.hold_violations": 0,
        "grt_setup_unrepaired": "false",
        "max_slew_margin_vs_limit_pct": 65.6,
        "slew_worst_pin_ns": 0.515,
        "setup_viol": 0,
        "maxSlewViolCount": 0,
        "worst_hold_check_slack_ns": 0.353,
        "fin_worst_skew_ns": 0.00419,
    },
    "status": {
        "status": "finished, final reports clean",
    },
    "drt": {
        "detail_route.vias_per_cell": 3.02,
        "routed_wire_length_per_instance_um": 11.0,
        "drt.antenna.violating_nets": 0,
        "route.vias.total": 317,
        "drt_first_pass_iters": 2,
        "drt_drc_violations_left": 0,
        "drt_first_iter_violations": 12,
        "routed_wire_length_mm": 1.16,
        "route.antenna.diode_count": 0,
    },
    "placement": {
        "port-buffer-count": 21,
        "hpwl_detailed_um": 954,
        "gpl.final_weighted_congestion": 0.690,
    },
    "finish": {
        "combGateArea_um2": 153,
        "seq_area_um2": 350,
        "post_route_cells_drive_above_1_share_pct": 23.7,
        "n_fill_cell": 363,
        "flow.area_growth_from_synthesis_pct": 58.8,
    },
    "job": {
        "count_of_maximum_capacitance_violations": 0,
        "warnings": 26,
    },
    "min_path": {
        "holdPathEnd": "SyncB_clkA[1]$_DFF_PP0_",
        "hold_class": "flip-flop to flip-flop",
        "holdPathStages": 0,
        "holdCritStartpoint": "SyncB_clkA[0]$_DFF_PP0_",
    },
}
worst max path at each step:
stage             start         to  slack (ns)
global route  flip-flop  Busy_clkA        0.62
CTS           flip-flop  Busy_clkA        0.69
finish        flip-flop  Busy_clkA        0.73
logic make-up after synthesis:
kind of cell           after synthesis
AND-OR/OR-AND                        1
multiplexers                         8
AND/OR/NAND/NOR                      2
buffers and inverters                4
XOR/XNOR                             2
flip-flops                          14
routing by layer:
layer	wire (µm)	part of all wire, %	vias to the layer above
met1	469	40	147
li1	-	-	156
met5	0	0	-
met2	569	49	14
met4	0	0	0
met3	121	10	0
state kept, by name, summed over array words and instances (netlist names), named ones only:
signal / flops
SyncA_clkB: 3
SyncB_clkA: 2
BusReg: 8
through the flow:
stage               total power [mW]  cell area [µm²]  instances  util, %  setup WS, ns
finish                         0.717              835        105     24.4         0.733
global route                   0.767              835        105     24.4         0.615
CTS                            0.737              835        105     24.4         0.687
detailed placement             0.533              782         97     22.9         0.645
global placement               0.529              782         97     22.9         0.675
floorplan                      0.392              526         31        -          1.27
worst register-to-register path, stage by stage (launching register included):
cell     delay, ns
dfrtp_1       0.42
xor2_1        0.17
or2_1         0.46
mux2_4        0.34
where the power goes:
group | internal, mW | switching [mW]
logic | 0.172 | 0.0396
clock network | 0.117 | 0.0777
registers | 0.277 | 0.0333
layout make-up:
| class | instances | area share, % |
|---|---|---|
| Sequential cell | 14 | 42.0 |
| Multi-Input combinational cell | 13 | 18.3 |
| Tap cell | 46 | 6.90 |
| Inverter | 3 | 1.35 |
| Clock buffer | 8 | 6.30 |
| Timing Repair Buffer | 21 | 25.2 |
cell usage in the layout (no fill, tap or decap), drive strengths merged:
| master | n |
|---|---|
| clkbuf | 8 |
| clkdlybuf4s50 | 21 |
| dfrtp | 14 |
| inv | 3 |
| mux2 | 8 |
| nand2 | 1 |
| o21ai | 1 |
| or2 | 1 |
| xor2 | 2 |
Power is estimated from default activity; no workload was simulated.
